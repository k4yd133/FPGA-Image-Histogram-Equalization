## /design/flow/design.v

```verilog
module histogram_accumulator (
    input clk,
    input reset_n,
    input hist_start,         
    input [7:0] pixel_input,   
    input [7:0] k_read_addr,   
    output [31:0] total_pixels,   
    output reg [31:0] hist_data_out  
);
reg [31:0] hist [0:255]; 
reg [31:0] total_pixels_reg;  
integer i;  
always @(posedge clk or negedge reset_n) begin
    if (!reset_n) begin
        for (i=0; i<256; i=i+1) begin
            hist[i] <= 32'd0;
        end
        total_pixels_reg <= 32'd0;
        hist_data_out <= 32'd0;
    end
    else begin
        if (hist_start) begin
            hist[pixel_input] <= hist[pixel_input] + 32'd1; 
            total_pixels_reg <= total_pixels_reg + 32'd1;
        end
        if (!hist_start) begin  
            hist_data_out <= hist[k_read_addr];
        end
    end
end
assign total_pixels = total_pixels_reg;
endmodule
module histogram_equalization_axi_wrapper # (
    parameter integer C_S_AXI_DATA_WIDTH = 32,
    parameter integer C_S_AXI_ADDR_WIDTH = 4
)(
    input  wire  S_AXI_ACLK,
    input  wire  S_AXI_ARESETN,
    input  wire [C_S_AXI_ADDR_WIDTH-1 : 0] S_AXI_AWADDR,
    input  wire  S_AXI_AWVALID,
    output wire  S_AXI_AWREADY,
    input  wire [C_S_AXI_DATA_WIDTH-1 : 0] S_AXI_WDATA,
    input  wire  S_AXI_WVALID,
    output wire  S_AXI_WREADY,
    output wire [1 : 0] S_AXI_BRESP,
    output reg   S_AXI_BVALID,
    input  wire  S_AXI_BREADY,
    input  wire [C_S_AXI_ADDR_WIDTH-1 : 0] S_AXI_ARADDR,
    input  wire  S_AXI_ARVALID,
    output wire  S_AXI_ARREADY,
    output wire [C_S_AXI_DATA_WIDTH-1 : 0] S_AXI_RDATA,
    output wire [1 : 0] S_AXI_RRESP,
    output wire  S_AXI_RVALID,
    input  wire  S_AXI_RREADY,
    input  wire [7:0]  S_AXIS_TDATA,
    input  wire        S_AXIS_TVALID,
    output wire        S_AXIS_TREADY,
    input  wire        S_AXIS_TLAST,
    output wire [7:0]  M_AXIS_TDATA,
    output wire        M_AXIS_TVALID,
    input  wire        M_AXIS_TREADY,
    output wire        M_AXIS_TLAST
);
    reg [31:0] slv_reg0;  
    reg [31:0] slv_reg1;  
    wire start_pulse = slv_reg0[0];
    wire [31:0] t_total = slv_reg1;
    assign S_AXI_AWREADY = 1'b1;
    assign S_AXI_WREADY  = 1'b1;
    assign S_AXI_BRESP   = 2'b00;
    assign S_AXI_ARREADY = 1'b1;
    assign S_AXI_RVALID  = 1'b0; 
    assign S_AXI_RDATA   = 32'h0;
    always @(posedge S_AXI_ACLK) begin
        if (S_AXI_ARESETN == 1'b0) begin
            S_AXI_BVALID <= 1'b0;
            slv_reg0 <= 0;
            slv_reg1 <= 0;
        end else begin
            if (S_AXI_AWVALID && S_AXI_WVALID && !S_AXI_BVALID) begin
                S_AXI_BVALID <= 1'b1;
                case (S_AXI_AWADDR[3:2])
                    2'h0: slv_reg0 <= S_AXI_WDATA;
                    2'h1: slv_reg1 <= S_AXI_WDATA;
                endcase
            end else begin
                if (S_AXI_BREADY && S_AXI_BVALID) S_AXI_BVALID <= 1'b0;
                if (slv_reg0[0]) slv_reg0[0] <= 1'b0;
            end
        end
    end
    histogram_equalization_ip core_inst (
        .clk(S_AXI_ACLK),
        .reset_n(S_AXI_ARESETN),
        .start_equalization(start_pulse),
        .T_TOTAL_PIXELS(t_total),
        .s_axis_tdata(S_AXIS_TDATA),
        .s_axis_tvalid(S_AXIS_TVALID),
        .s_axis_tready(S_AXIS_TREADY),
        .s_axis_tlast(S_AXIS_TLAST),
        .m_axis_tdata(M_AXIS_TDATA),
        .m_axis_tvalid(M_AXIS_TVALID),
        .m_axis_tready(M_AXIS_TREADY),
        .m_axis_tlast(M_AXIS_TLAST)
    );
endmodule
module histogram_equalization_ip (
    input clk,
    input reset_n,
    input start_equalization,
    input [31:0] T_TOTAL_PIXELS,
    input wire [7:0]  s_axis_tdata,
    input wire        s_axis_tvalid,
    output wire       s_axis_tready,
    input wire        s_axis_tlast,
    output wire [7:0] m_axis_tdata,
    output wire       m_axis_tvalid,
    input wire        m_axis_tready,
    output wire       m_axis_tlast 
);
wire hist_start;
wire cdf_start;
wire remap_enable;
wire [7:0] lut_k_addr;
wire [7:0] pixel_in;               
wire [31:0] total_pixels_out;            
wire [31:0] hist_data_out;               
wire [7:0] pixel_equalized_out;          
wire axis_push_ok = s_axis_tvalid && s_axis_tready;
top_controller_fsm fsm_inst (
    .clk(clk),
    .reset_n(reset_n),
    .start_equalization(start_equalization),
    .T_TOTAL_PIXELS(T_TOTAL_PIXELS),
    .axis_tvalid(s_axis_tvalid),
    .axis_tready(m_axis_tready),
    .axis_push_ok(axis_push_ok),
    .s_axis_tlast(s_axis_tlast),
    .hist_start(hist_start),
    .cdf_start(cdf_start),
    .remap_enable(remap_enable),
    .s_axis_tready_out(s_axis_tready),  
    .m_axis_tvalid_out(m_axis_tvalid),  
    .m_axis_tlast_out(m_axis_tlast),    
    .lut_k_addr(lut_k_addr)
);
assign pixel_in = s_axis_tdata;
assign m_axis_tdata = pixel_equalized_out;
histogram_accumulator hist_inst (
    .clk(clk),
    .reset_n(reset_n),
    .hist_start(hist_start && axis_push_ok), 
    .pixel_input(pixel_in), 
    .k_read_addr(lut_k_addr),      
    .total_pixels(total_pixels_out),
    .hist_data_out(hist_data_out)
);
lut_core lut_inst (
    .clk(clk),
    .reset_n(reset_n),
    .cdf_start(cdf_start),
    .remap_enable(remap_enable),
    .pixel_in_pass2(pixel_in),        
    .hist_in(hist_data_out),          
    .k_write_addr(lut_k_addr),        
    .T_TOTAL(T_TOTAL_PIXELS),         
    .pixel_out_equalized(pixel_equalized_out)
);
endmodule
module lut_core (
    input wire clk,
    input wire reset_n,
    input wire cdf_start,              
    input wire remap_enable,          
    input wire [7:0]  pixel_in_pass2,    
    input wire [31:0] hist_in,           
    input wire [7:0]  k_write_addr,      
    input wire [31:0] T_TOTAL,           
    output wire [7:0] pixel_out_equalized 
);
(* ram_style = "block" *) reg [7:0] lut [0:255]; 
reg [31:0] cdf_reg; 
reg [7:0] remap_output_reg; 
parameter L_MINUS_1 = 8'd255;
parameter NUM_BITS = 40;  
wire [NUM_BITS-1:0] current_cdf_value_ext; 
wire [NUM_BITS-1:0] numerator_comb; 
wire [NUM_BITS-1:0] rounding_factor; 
wire [NUM_BITS-1:0] rounded_numerator;
wire [39:0] new_value_div;
assign current_cdf_value_ext = {8'd0, cdf_reg} + {8'd0, hist_in}; 
assign numerator_comb = current_cdf_value_ext * L_MINUS_1; 
assign rounding_factor = T_TOTAL >> 1;
assign rounded_numerator = numerator_comb + rounding_factor;
assign new_value_div = (T_TOTAL > 32'd0) ? (rounded_numerator / T_TOTAL) : 8'd0;
always @(posedge clk or negedge reset_n) begin
    if (!reset_n) begin
        cdf_reg <= 32'd0;
        remap_output_reg <= 8'd0;
    end
    else begin
        if (cdf_start) begin
            cdf_reg <= current_cdf_value_ext[31:0];
            if (new_value_div > 40'd255) begin
                lut[k_write_addr] <= 8'd255;
            end else begin
                lut[k_write_addr] <= new_value_div[7:0]; 
            end
        end
        else if (remap_enable) begin
            remap_output_reg <= lut[pixel_in_pass2];
            cdf_reg <= 32'd0;  
        end
    end
end
assign pixel_out_equalized = remap_output_reg;
endmodule
module top_controller_fsm (
    input clk,
    input reset_n,
    input start_equalization,    
    input [31:0] T_TOTAL_PIXELS, 
    input  wire axis_tvalid,       
    input  wire axis_tready,       
    input  wire axis_push_ok,     
    input  wire s_axis_tlast,     
    output reg  s_axis_tready_out,  
    output wire  m_axis_tvalid_out,  
    output wire  m_axis_tlast_out,   
    output reg hist_start,      
    output reg cdf_start,       
    output reg remap_enable,    
    output reg [7:0] lut_k_addr  
);
parameter S_IDLE        = 2'b00;  
parameter S_HIST_PASS1  = 2'b01;  
parameter S_CDF_LUT     = 2'b10;  
parameter S_APPLY_PASS2 = 2'b11;  
reg [1:0] current_state, next_state;
reg [31:0] addr_counter;     
reg [7:0] lut_counter;       
reg m_axis_tvalid_delayed;
reg m_axis_tlast_delayed;
always @(posedge clk or negedge reset_n) begin
    if (!reset_n) begin
        current_state <= S_IDLE;
        addr_counter <= 32'd0;
        lut_counter <= 8'd0;
        m_axis_tvalid_delayed <= 1'b0;
        m_axis_tlast_delayed <= 1'b0;
    end
    else begin
        current_state <= next_state;
        if (current_state == S_HIST_PASS1 || current_state == S_APPLY_PASS2) begin
            if (axis_push_ok) begin
                if (addr_counter < T_TOTAL_PIXELS - 1)
                    addr_counter <= addr_counter + 1'b1;
                else
                    addr_counter <= 32'd0;
            end
        end else begin
            addr_counter <= 32'd0;
        end
        if (current_state == S_CDF_LUT) begin
            if (lut_counter < 8'd255)
                lut_counter <= lut_counter + 1'b1;
            else
                lut_counter <= 8'd0;
        end else begin
            lut_counter <= 8'd0;
        end
        m_axis_tvalid_delayed <= (current_state == S_APPLY_PASS2) ? axis_tvalid : 1'b0;
        m_axis_tlast_delayed  <= (current_state == S_APPLY_PASS2 && addr_counter == T_TOTAL_PIXELS - 1) ? 1'b1 : 1'b0;
    end
end
always @(*) begin
    next_state = current_state;
    hist_start = 1'b0;
    cdf_start = 1'b0;
    remap_enable = 1'b0;
    s_axis_tready_out = 1'b0;
    lut_k_addr = lut_counter;
    case (current_state)
        S_IDLE: begin
            if (start_equalization)
                next_state = S_HIST_PASS1;
        end
        S_HIST_PASS1: begin
            hist_start = 1'b1;
            s_axis_tready_out = 1'b1;  
            if (axis_push_ok && addr_counter == T_TOTAL_PIXELS - 1)
                next_state = S_CDF_LUT;
        end
        S_CDF_LUT: begin
            cdf_start = 1'b1;
            if (lut_counter == 8'd255)
                next_state = S_APPLY_PASS2;
        end
        S_APPLY_PASS2: begin
            remap_enable = 1'b1;
            s_axis_tready_out = axis_tready;  
            if (axis_push_ok && addr_counter == T_TOTAL_PIXELS - 1) begin
                if (axis_push_ok)
                    next_state = S_IDLE;
            end
        end
        default: next_state = S_IDLE;
    endcase
end
assign m_axis_tvalid_out = m_axis_tvalid_delayed;
assign m_axis_tlast_out  = m_axis_tlast_delayed;
endmodule
```

## /design/flow/run.sh

```bash
#!/bin/bash
# OpenROAD 26Q1-2900-gdf79404cd8, Yosys 0.63+post, stock flow scripts
make -C /OpenROAD-flow-scripts/flow DESIGN_CONFIG=/design/flow/config.mk WORK_HOME=/design/flow/orfs finish
```

## /design/flow/config.mk

```make
export PLATFORM = sky130hd
export DESIGN_NAME = histogram_equalization_axi_wrapper
export DESIGN_NICKNAME = histogram_equalization_axi_wrapper
export VERILOG_FILES = /design/flow/design.v
export SDC_FILE = /design/flow/constraint.sdc
export NUM_CORES = 4
export LEC_CHECK = 1
export CORE_UTILIZATION = 50
```

## /design/flow/constraint.sdc

```tcl
current_design histogram_equalization_axi_wrapper

set clk_period 243.5
set clk_io_pct 0.2

create_clock -name clk0 -period $clk_period [get_ports {S_AXI_ACLK}]

set non_clock_inputs [all_inputs -no_clocks]
set_input_delay [expr $clk_period * $clk_io_pct] -clock clk0 $non_clock_inputs
set_output_delay [expr $clk_period * $clk_io_pct] -clock clk0 [all_outputs]
```

==> flow_summary.json <==
{
  "outcome": "aborted with a tool error",
  "failed_stage": "5_1_grt",
  "firstError": "[ERROR GRT-0116] Global routing finished with congestion. Check the congestion regions in the DRC Viewer.",
  "ios": 110,
  "cts_num_sinks": 10390,
  "synth_dominant_cell_count": "dfrtp_1",
  "topCellsByArea": "dfrtp_1 (41%), edfxtp_1 (12%), a22oi_1 (5.2%)",
  "place_congestion": 1.959,
  "grt_pass1_vias": 597900,
  "cts_setup_buffers": 0,
  "synth.largest_area_cell": "dfrtp_1",
  "dpl_worst_slack_ns": 113.30,
  "synth_flops": 10390,
  "cts_resized": 0,
  "placed_cell_area_um2": 553700,
  "die_height_mm": 1.012,
  "cts_buffer_depth": 6,
  "synth.distinct_cells": 120,
  "hpwl_mm": 3862,
  "ys_area_um2": 510300,
  "rows": 370,
  "initCoreUtil_pct": 50.21,
  "grt_usage_pct": 116.6,
  "grt_first_pass_wirelength_mm": 7158,
  "postSynthSeqShare_pct": 52.94,
  "top_area_share_pct": 40.75,
  "die_w_mm": 1.012,
  "portBuffers": 60,
  "grt_max_degree": 192,
  "cts_hold_buf": 0,
  "yosys_warnings": 8,
  "ff_type": "dfrtp_1",
  "grt-ovfl-total": 199000,
  "async_flop_share_pct": 79.97,
  "yosys_cells": 51730,
  "syn_area_per_cell_um2": 9.864,
  "mappedNetlistArea_um2": 510300,
  "cts_root_buffer": "clkbuf_16",
  "synthCells": 51730,
  "edf_count": 2048,
  "yosys-top-cells-count": "dfrtp_1 (8309), nor2_1 (5576), a21oi_1 (4860), nand2_1 (4739), o21ai_0 (4197)",
  "htree_levels": 7,
  "cts-buffers-inserted": 1193
}
through the flow:
| step | total power, mW | std cells |
|---|---|---|
| CTS | 978.1 | 67270 |
| detailed placement | 975.6 | 65260 |
| global placement | 986.7 | 65260 |
| floorplan | 1057 | 51770 |
cell families after synthesis:
family,Yosys count,share of synthesized area [%]
buffers and inverters,5223,3.883
XOR/XNOR,625,1.073
adder cells (fa/ha/maj),1103,2.929
multiplexers,513,1.133
flip-flops,10390,52.94
AND/OR/NAND/NOR,14300,12.19
other,2,0.001472
AND-OR/OR-AND,19580,25.85
metal layers:
metal	GRT usage, %	GRT overflow
met2	140.9	102900
met5	81.29	1254
met3	93.73	14610
met4	93.47	12470
met1	124.3	67730
No activity file was given, so power comes from the tool's default toggle rates.
